File: config.mk
export PLATFORM = sky130hd
export DESIGN_NAME = floppy_controller
export DESIGN_NICKNAME = floppy_controller
export VERILOG_FILES = /design/flow/design.v
export SDC_FILE = /design/flow/constraint.sdc
export NUM_CORES = 4
export LEC_CHECK = 1
export CORE_AREA = 10 10 166 166
export DIE_AREA = 0 0 176 176
File: constraint.sdc
current_design floppy_controller

set clk_period 21.3
set clk_io_pct 0.2

create_clock -name clk0 -period $clk_period [get_ports {clock_98k}]

set non_clock_inputs [all_inputs -no_clocks]
set_input_delay [expr $clk_period * $clk_io_pct] -clock clk0 $non_clock_inputs
set_output_delay [expr $clk_period * $clk_io_pct] -clock clk0 [all_outputs]
File: design.v
module floppy_controller(
     input wire clock_98k,              
     input wire clock_valid,            
     input wire reset,                  
     input wire [15:0] current_period_in_1,   
     input wire [15:0] current_period_in_2,
     input wire [15:0] current_period_in_3,
     input wire [15:0] current_period_in_4,
     input wire [15:0] current_period_in_5,
     input wire [15:0] current_period_in_6,
     input wire [15:0] current_period_in_7,
     input wire [15:0] current_period_in_8,
     input wire floppy_command,
     output reg floppy_response,
     output reg [15:0] current_period_out_1,   
     output reg [15:0] current_period_out_2,
     output reg [15:0] current_period_out_3,
     output reg [15:0] current_period_out_4,
     output reg [15:0] current_period_out_5,
     output reg [15:0] current_period_out_6,
     output reg [15:0] current_period_out_7,
     output reg [15:0] current_period_out_8,
     output reg [15:0] hexdigit_out,
     output reg [15:0] hexdigit_out1,
     output reg [15:0] LED_RED);
     parameter state_reset =        3'h0;
     parameter state_wait =         3'h1;
     parameter state_receive =      3'h2;
     parameter state_acknowledge1 = 3'h3;
     parameter state_acknowledge2 = 3'h4;
     reg [2:0] state;
     reg [2:0] next_state;
     reg period_write;
     reg response_write;
     always @* begin
          next_state = state_reset;
          period_write = 1'b0;
          response_write = 1'b0;
          hexdigit_out[15:0] = current_period_out_2[15:0];
          hexdigit_out1[15:0] = current_period_out_2[15:0];
          LED_RED[8:5] = state;
          case (state) 
               state_reset: begin
                    next_state = state_wait;
               end
               state_wait: begin
                    if (floppy_command == 1'b0) begin
                         next_state = state_wait;
                    end else begin
                         next_state = state_receive;
                    end
               end
               state_receive: begin
                    period_write = 1'b1;
                    next_state = state_acknowledge1;
               end
               state_acknowledge1: begin
                    response_write = 1'b1;
                    next_state = state_acknowledge2;
               end
               state_acknowledge2: begin
                    if (floppy_command == 1'b1) begin
                                     response_write = 1'b1;
                         next_state = state_acknowledge2;
                    end else begin
                         next_state = state_wait;
                    end
               end
          endcase
     end
     always @(posedge clock_98k) begin
          if (period_write == 1'b1) begin
               current_period_out_1 <= current_period_in_1;
               current_period_out_2 <= current_period_in_2;
               current_period_out_3 <= current_period_in_3;
               current_period_out_4 <= current_period_in_4;
               current_period_out_5 <= current_period_in_5;
               current_period_out_6 <= current_period_in_6;
               current_period_out_7 <= current_period_in_7;
               current_period_out_8 <= current_period_in_8;
          end
          if (response_write == 1'b1) begin
 	    	     floppy_response <= 1'b1;
          end else begin
               floppy_response <= 1'b0;
          end
          if (clock_valid == 1'b0) begin
          end else if (reset == 1'b1) begin
               current_period_out <= 16'b0;
               state <= state_reset;
          end else begin
               state <= next_state;
          end
     end
endmodule
File: run.sh
#!/bin/bash
# OpenROAD 26Q1-2900-gdf79404cd8, Yosys 0.63+post, stock flow scripts
make -C /OpenROAD-flow-scripts/flow DESIGN_CONFIG=/design/flow/config.mk WORK_HOME=/design/flow/orfs finish
==> summary.txt <==
Implementation progress

Dividing the detail-routed wire length by the instance count gives 17.3 um. The post-synth register bit count is 132. Of all nets on the critical path, the largest fanout is 8.

The core occupancy in the finished layout stands at 33.5%. The initial detailed-routing violation count stands at 101. The count of nets left with antenna violations after detail routing stands at 0. In this run the deepest clock path goes through 2 buffers. Headroom to the max-slew limit came out at 51.9%. The final count of hold timing violations stands at 0. The per-cell via count in the routed design stands at 3.37. The total via count after detailed routing stands at 2,736.

Per the run summary, max-cap violations total 0. In the synthesized netlist, mux cells make up 0% of the area. The worst hold path was traced through 2 stages.

The proportion of netlist area held by the largest area contributor stands at 89.9%. The data arrival time reported for the critical path is 1400 ps. STA lists the startpoint of the worst hold path as state[1]. Per the timing report, the most critical flop-to-flop path originates at state[0]. The XOR/XNOR share of the synthesized area stands at 0%. The commonest cells after synthesis are edfxtp_1 (131), buf_4 (45), nand3b_1 (2). The tree is rooted in a clkbuf_16. Sorting the synthesis cell report by count puts at the top edfxtp_1.

According to the floorplan report, the die height is 176 um. Setup repair after global routing left no endpoint under its margin. Among all stages on the critical path, the maximum delay recorded is 530 ps. The post-cts hold buffer count stands at 0. Per the gpl log, the routability congestion estimate is 0.766.

Looking at the hold checks, the worst path lands on floppy_response. The number of global-route vias before repair stands at 3,141. The cell-mix breakdown from Yosys lists the compound-gate area share as 0.715%. The routed design could run at a clock period as short as 5660 ps. Among all flip-flop cells after synthesis, the most frequent one is edfxtp_1. The number of setup buffers added after CTS is 0. Per the synthesis report, the dominant area consumer among library cells is edfxtp_1. The transition time at the pin with the least slew margin stands at 721 ps. The layout overhead on the synthesized area stands at 84.8%. Per the timing report, the most critical flop-to-flop path finishes at current_period_out_3[13]. Hold timing on the final database bottoms out at a slack of 698 ps. In the final layout, the share of cells above drive strength 1 is 7.41%. The portion of the post-synthesis area used by sequential elements stands at 90.3%. Max-slew check failures listed in the final report amount to 0. In this run the core area contains 57 standard-cell rows. The chip width stands at 176 um. The number of enable-type register cells in the synthesized netlist stands at 131. The final timing summary puts the cycle share of the worst path at 26.6%.

The final setup skew stands at 6.47 ps. The worst setup slack for register-to-register paths stands at 18,870 ps. Entering global routing, the biggest net connects 59 pins.

In the final timing run, aggregate negative setup slack is 0 ps. The share of synthesized cell area in full adder, half adder and majority cells stands at 0%. The analysis attributes to cell leakage a power of 2.76 nW. The core region is 0.0241 mm^2.

Among the non-sequential cells, buffers and inverters take the most area. In the global route stage, met3 resource usage came out at 4.51%. Counting the buffers created by CTS gives 17. The met1 track demand over resource stands at 10.4%. The cell count after synthesis stands at 189.

The design draws 0.000651 W. The total number of yosys warnings stands at 15. The clock-pin slew on the worst setup and hold paths stands at 60 ps.

CTS built an H-tree with a depth of 4. The first global-routing pass estimated 20.5 mm of wire. After synthesis, the design contains 189 cells according to Yosys.

OpenROAD emitted warnings numbering 25. The post-synth design cell area stands at 0.00438 mm^2. Looking at the setup timing report, the critical path kind is reg -> out.

By area the synthesized netlist is led by edfxtp_1 (90%), buf_4 (7.7%), dfxtp_1 (0.46%). At the floorplan stage, the core utilization is reported as 18.2%. Checking hold timing, the worst path is listed with class reg -> reg. Per STA, the worst path accumulates the most delay in the family buffers and inverters. Once detailed placement completed, the half-perimeter wirelength came to 11.5 mm. The worst setup path is captured at an output pin. The peak ir drop on the vdd network stands at 0.0377 mV. Wires add up to 14.1 mm. Derived from the worst setup path, the maximum achievable clock frequency is 0.177 GHz.

TritonCTS built the clock tree. Measured in cells, the most critical reg-to-reg path has a length of 3. The sum of buffers and inverters on the critical path stands at 1. The count of buffers from port buffering stands at 295. The number of clock sinks came to 132.

The number of antenna violations at the first check in global routing was 1. The mean area per synthesized cell stands at 23.2 um^2. The number of detailed-route iterations in the first pass stands at 6. The number of gates given a new drive strength after cts stands at 0.

Data on the critical path is required at its endpoint by 17,040 ps. The met2 track demand over resource in global routing stands at 14.7%. The report lists the power per cell area as 80.5 mW/mm^2. The final timing report counts setup violations totalling 0. The global routing report lists combined usage of all routing layers as 8.85%. The chip occupies 0.0310 mm^2.

The I/O pin count stands at 309. The flow ran to the end, and the final reports show no timing, DRC or antenna violations. Synthesis instantiated 14 different standard cells from the library. On the critical path, the stage with the largest delay is an instance of clkdlybuf4s50_1. The cell-mix breakdown from Yosys lists the simple-gate area share as 1.14%. STA classifies the critical path startpoint as a flip-flop. In this run the most used layer during global routing was met2. The post-detailed-route DRC marker count stands at 0. The yosys synthesis chip area stands at 0.00438 mm^2.

Yosys reported that registers with async set or reset make up 0%. The total overflow left after global routing is 0. The insertion delay of the later-clocked pin in the worst-skew pair stands at 400 ps. The critical path goes through clkdlybuf4s50_1.
report_power, final:
group / switching (W) / internal [W] / total (W)
Combinational: 0.0000112 / 0.0000376 / 0.0000488
Clock: 0.000106 / 0.000195 / 0.000301
Sequential: 0.00000326 / 0.000297 / 0.000300
metal layers:
layer / wire [um] / up-vias
met5: 0 / -
met4: 229 / 0
met3: 1600 / 11
met2: 7130 / 169
met1: 5100 / 1319
li1: - / 1237
registers in the layout, summed over array words and instances, names as in the netlist:
name                  cells
current_period_out_4     16
current_period_out_7     16
current_period_out_8     16
current_period_out_1     16
current_period_out_5     16
current_period_out_2     16
current_period_out_3     16
floppy_response           1
current_period_out_6     16
state                     3
cells by family (layout without fill, tap and decap cells):
logic type      after synthesis  after routing
buf+inv                      45            330
simple gates                  7              7
compound gates                4              4
other cells                   1             14
flops                       132            132
cells in the final DEF, fill, tap and decap left out, types with 2 or more instances in the layout:
cell type          n
clkdlybuf4s50_1  295
edfxtp_1         131
clkbuf_16         17
conb_1            13
bufinv_16          4
clkinv_2           3
clkinv_4           3
buf_4              3
nand3b_1           2
clkinv_1           2
cell type report:
type,count,area [um^2]
Antenna cell,1,2.50
Fill cell,2319,16000
Clock buffer,18,429
Multi-Input combinational cell,24,135
Sequential cell,132,3950
Timing Repair Buffer,298,2980
Tap cell,324,405
Clock inverter,14,185
worst max-delay path by stage:
stage,startpoint,to,cells after the start
after CTS,state[0],LED_RED[5],1
after global routing,state[0],LED_RED[5],1
final,state[0],LED_RED[5],1
metrics by stage:
stage                     cell area (um^2)  instances  setup slack, ps
final                                 8090        811            15640
after global routing                  8080        810            15540
after CTS                             8080        810            15600
after detailed placement              7470        778            15990
after global placement                7470        778            16010
after floorplan                       4420        201            10710
Power figures rest on the tool's default switching activity, not on a simulated workload.
